### design.v
module DT(
 input    clk, 
 input   reset,
 output reg  done ,
 output reg  sti_rd ,
 output reg  [9:0] sti_addr ,
 input  [15:0] sti_di,
 output reg  res_wr ,
 output reg  res_rd ,
 output reg  [13:0] res_addr ,
 output reg  [7:0] res_do,
 input  [7:0] res_di
 );
reg [3:0] count; 
reg [3:0] ns; 
parameter idle = 4'b0000; 
parameter forward = 4'b0001; 
parameter NW = 4'b0010; 
parameter N = 4'b0011; 
parameter NE = 4'b0100; 
parameter W = 4'b0101; 
parameter backward = 4'b0110; 
parameter SE = 4'b0111; 
parameter S = 4'b1000; 
parameter SW = 4'b1001; 
parameter E = 4'b1010; 
parameter write = 4'b1011; 
parameter finish = 4'b1100; 
always @(posedge clk or negedge reset) begin  
  if(!reset)
    count <= 14;
  else if(sti_addr == 1023 && count == 0)
    count <= 1;
  else case(ns)
    forward:
      count <= count - 1;
    backward:
      count <= count + 1;
    default:
      count <= count; 
  endcase
end
always @(posedge clk) begin  
  if(!reset)
    ns <= idle;
  else begin
    case(ns)
      idle:begin 
        if(reset)
          ns <= forward;
        else
          ns <= idle;
        end
      forward:begin 
        if(sti_addr == 1023 && count == 0)
          ns <= backward;
        else if(sti_di[count])
          ns <= NW;
        else if(!sti_di[count])
          ns <= forward;
        else
          ns <= NW;
        end
      NW:begin 
        ns <= N;
      end
      N:begin 
        ns <= NE;
      end
      NE:begin 
        ns <= W;
      end
      W:begin 
        if(sti_addr == 1023 && count == 0)
          ns <= backward;
        else
          ns <= forward;
      end
      backward:begin 
        if(sti_di[count])
          ns <= SE;
        else if(count == 14 && sti_addr == 8)
          ns <= finish;
        else if(!sti_di[count])
          ns <= backward;
        else
          ns <= SE;
      end
      SE:begin 
        ns <= S;
      end
      S:begin 
        ns <= SW;
      end
      SW:begin 
        ns <= E;
      end
      E:begin 
        ns <= write;
      end
      write:begin 
        if(count == 14 && sti_addr == 8)
          ns <= finish;
        else
          ns <= backward;
      end
      default:
        ns <= idle;
    endcase
  end
end
always @(posedge clk or negedge reset) begin  
  if(!reset)
    sti_addr <= 0;
  else if(sti_addr == 1023 && ns == forward)
    sti_addr <= 1023;
  else if(ns == forward && count == 0)
    sti_addr <= sti_addr + 1;
  else if(ns == backward && count == 15)
    sti_addr <= sti_addr - 1;
  else
    sti_addr <= sti_addr;
end
always @(posedge clk or negedge reset) begin  
  if(!reset)
    sti_rd <= 0;
  else if(ns == forward)
    sti_rd <= 1;
  else
    sti_rd <= 1;
end
always @(posedge clk or negedge reset) begin  
  if(!reset)
    res_addr <= 0;
  else if(sti_di[count] && ns == forward)
    res_addr <= res_addr - 128;
  else if(sti_di[count] && ns == backward)
    res_addr <= res_addr + 128;
  else case(ns)
    NW:
      res_addr <= res_addr + 1;
    N:
      res_addr <= res_addr + 1;
    NE:
      res_addr <= res_addr + 126;
    W:
      res_addr <= res_addr + 1;
    forward:
      res_addr <= res_addr + 1;
    SE:
      res_addr <= res_addr - 1;
    S:
      res_addr <= res_addr - 1;
    SW:
      res_addr <= res_addr - 126;
    E:
      res_addr <= res_addr - 1;
    backward:
      res_addr <= res_addr - 1;
    default:
      res_addr <= res_addr;
  endcase
end
always @(posedge clk or negedge reset) begin  
  if(!reset)
    res_wr <= 0;
  else if(ns == forward && !sti_di[count])
    res_wr <= 1;
  else case(ns) 
    W:
      res_wr <= 1;
    write:
      res_wr <= 1;
    default:
      res_wr <= 0;
  endcase
end
always @(posedge clk or negedge reset) begin  
  if(!reset)
    res_rd <= 0;
  else if(sti_di[count])
    res_rd <= 1;
  else
    res_rd <= 1;
end
always @(posedge clk or negedge reset) begin  
  if(!reset)
    res_do <= 0;
  else if(!sti_di[count] && ns == forward)
    res_do <= 0;
  else case(ns)
    NW:
      res_do <= res_di;
    N:
      res_do <= (res_di < res_do ? res_di : res_do);
    NE:
      res_do <= (res_di < res_do ? res_di : res_do);
    W:
      res_do <= (res_di < res_do ? res_di + 1 : res_do + 1);
    SE:
      res_do <= res_di;
    S:
      res_do <= ((res_di < res_do) ? res_di : res_do);
    SW:
      res_do <= ((res_di < res_do) ? res_di : res_do);
    E:
      res_do <= ((res_di < res_do) ? res_di : res_do);
    write:
      res_do <= ((res_di < (res_do + 1)) ? res_di : res_do + 1);
    default:
      res_do <= res_do;
  endcase 
end
always @(posedge clk or negedge reset) begin
  if(!reset)
    done <= 0;
  else if(ns == finish)
    done <= 1;
  else
    done <= 0;
end
endmodule
### run.sh
#!/bin/bash
# OpenROAD 26Q1-2900-gdf79404cd8, Yosys 0.63+post, stock flow scripts
make -C /OpenROAD-flow-scripts/flow DESIGN_CONFIG=/design/flow/config.mk WORK_HOME=/design/flow/orfs finish
### config.mk
export PLATFORM = sky130hd
export DESIGN_NAME = DT
export DESIGN_NICKNAME = DT
export VERILOG_FILES = /design/flow/design.v
export SDC_FILE = /design/flow/constraint.sdc
export NUM_CORES = 4
export LEC_CHECK = 1
export CORE_UTILIZATION = 40
### constraint.sdc
current_design DT

set clk_period 6.0
set clk_io_pct 0.2

create_clock -name clk0 -period $clk_period [get_ports {clk}]

set non_clock_inputs [all_inputs -no_clocks]
set_input_delay [expr $clk_period * $clk_io_pct] -clock clk0 $non_clock_inputs
set_output_delay [expr $clk_period * $clk_io_pct] -clock clk0 [all_outputs]
==> flow_metrics.env <==
# implementation run metrics
export IMPL_startpoint_type="primary input"
export IMPL_overflow=0
export IMPL_dpl_hpwl_um=8560
export IMPL_required_ns=6.16
export IMPL_fp_utilization_pct=41.5
export IMPL_crit_type="primary input to flip-flop"
export IMPL_grt_max_degree=48
export IMPL_irDropWorstVdd_uv=260
export IMPL_synthXorXnorAreaFrac_pct=7.32
export IMPL_synthesis_area_um2=4780
export IMPL_mux_area_share_pct=4.89
export IMPL_edf_count=0
export IMPL_critPathMaxFanout=15
export IMPL_power_leakage_uw=0.00238
export IMPL_grt_pass1_wl_um=20000
export IMPL_yosys_warnings=1
export IMPL_area_growth_pct=18.4
export IMPL_cp_arrival_ns=3.94
export IMPL_holdBufCountCts=0
export IMPL_min_period_ns=3.78
export IMPL_synth_distinct_cells=68
export IMPL_wl_per_cell_um=14.8
export IMPL_ys_flops=52
export IMPL_cts_tree="done"
export IMPL_h_tree_depth=2
export IMPL_viasPerCell=5.66
export IMPL_cp_cell_sequence="clkdlybuf4s50_1 > ha_1 > a21o_1 > a31oi_1 > o21ai_1 > o41a_1 > a21o_1 > a211o_1 > a21oi_1 > a211oi_2"
export IMPL_core_um2=11500
export IMPL_finalWirelength_um=11400
export IMPL_ys_sh_aoi_pct=22.0
export IMPL_io_pins=62
export IMPL_grt_antenna_before_repair=0
export IMPL_yosys_area_um2=4780
export IMPL_finalHoldViolCount=0
export IMPL_slew_viol_final=0
export IMPL_ys_sh_simple_pct=21.1
export IMPL_max_freq_ghz=0.265
export IMPL_slowest_stage="clkdlybuf4s50_1"
export IMPL_drv_cap=0
export IMPL_antenna_left=0
export IMPL_dr_pass1_iters=21
export IMPL_grtUsageTotal_pct=19.8
export IMPL_ys_flop_type="dfrtp_1"
export IMPL_cts_buffers=5
export IMPL_route_detailed_drc=0
export IMPL_cp_top_family="AND-OR/OR-AND gates"
export IMPL_logic_family="AND-OR/OR-AND gates"
export IMPL_route_vias_total=4360
export IMPL_finalClockSkew_ns=0.00641
export IMPL_critPathBufInv=1
export IMPL_status="completed"
export IMPL_tns_ns=0
export IMPL_dieWidth_um=111
export IMPL_fin_total_pwr_uw=2620
export IMPL_drt_iter0_drc=193
export IMPL_chipArea_um2=12400
export IMPL_rsz0062_at_grt="no"
export IMPL_cts_sinks=52
export IMPL_finalClockPeriodUsage_pct=63.0
export IMPL_power_density_nw_per_um2=463
export IMPL_syn_inst=573
export IMPL_gp_congestion=0.846
export IMPL_fin_ws_ns=2.22
export IMPL_first_global_vias=4216
export IMPL_cts_root_buf="clkbuf_16"
export IMPL_warnings=26
export IMPL_slew_limit_headroom_pct=54.4
export IMPL_synthArstFlopShare_pct=75.0
export IMPL_post_cts_resized=0
export IMPL_die_h_um=111
export IMPL_synth_seq_share_pct=25.9
export IMPL_rows=39
export IMPL_tightest_slew_ns=0.682
export IMPL_crit_path_frequent_cell="a21o_1"
export IMPL_cts_clk_slew_worst_paths_ns=0.08
export IMPL_clock_latency_late_pin_ns=0.29
export IMPL_antenna_cells=0
export IMPL_clockBufferDepth=2
export IMPL_drive_gt1_share_pct=5.42
export IMPL_portBuffers=61
export IMPL_setup_viol=0
export IMPL_ys_cells=573
export IMPL_holdCritPathClass="flip-flop to flip-flop"
export IMPL_max_stage_delay_ns=0.59
export IMPL_cts_setup_buffers=0
export IMPL_place_worst_setup_slack_ns=1.93
export IMPL_end_kind="flip-flop"
export IMPL_synth_area_per_cell_um2=8.35
export IMPL_ys_sh_adder_pct=14.7
[logic make-up (layout without fill, tap and decap cells)]
logic type | Yosys count | in the layout
adder cells (fa/ha/maj) | 54 | 54
AND/OR/NAND/NOR | 200 | 200
flip-flops | 52 | 52
other | 1 | 1
buffers and inverters | 47 | 101
AND-OR/OR-AND | 161 | 161
XOR/XNOR | 40 | 40
multiplexers | 18 | 18
[final cells by class]
type                            count  area [um^2]
Multi-Input combinational cell    474         3350
Inverter                           28          105
Clock inverter                      3         27.5
Fill cell                        1102         5850
Timing Repair Buffer               65          636
Sequential cell                    52         1240
Tap cell                          143          179
Clock buffer                        5          125
[metrics by stage]
| stage | util (%) | hold slack [ns] | std cells | instance area [um^2] |
|---|---|---|---|---|
| after floorplan | - | 0.327 | 573 | 4780 |
| after global placement | 47.9 | 0.335 | 762 | 5510 |
| after detailed placement | 47.9 | 0.338 | 762 | 5510 |
| after CTS | 49.2 | 0.352 | 770 | 5670 |
| after global routing | 49.2 | 0.363 | 770 | 5670 |
| final | 49.2 | 0.346 | 770 | 5670 |
[cell usage in the layout (no fill, tap or decap), types with 11 or more instances in the layout]
master / netlist / layout
ha_1: 50 / 50
dfrtp_1: 36 / 36
nor3_1: 19 / 19
o211ai_1: 12 / 12
xnor2_1: 27 / 27
dfxtp_1: 13 / 13
a21oi_1: 39 / 39
o21ai_1: 13 / 13
mux2i_1: 11 / 11
inv_1: 27 / 27
xor2_1: 13 / 13
clkdlybuf4s50_1: 0 / 60
o21ai_0: 21 / 21
nand2_1: 50 / 50
nand3_1: 21 / 21
nor2_1: 45 / 45
[synth_stat cells, types with 5 or more instances]
cell / instances / area share (%)
ha_1: 50 / 13
clkbuf_1: 12 / 0.94
nand2_1: 50 / 3.9
o21ai_1: 13 / 1.4
nor4_1: 5 / 0.65
xnor2_1: 27 / 4.9
nand3_1: 21 / 2.2
nor2_1: 45 / 3.5
inv_1: 27 / 2.1
a22oi_1: 6 / 0.94
dfrtp_1: 36 / 19
nor3_1: 19 / 2.0
o21bai_1: 6 / 0.94
nand2b_1: 10 / 1.3
a211oi_1: 7 / 1.1
o211ai_1: 12 / 1.9
a21o_1: 9 / 1.4
o21a_1: 5 / 0.78
and2_1: 10 / 1.3
o22ai_1: 7 / 0.92
a2bb2oi_1: 6 / 1.1
xor2_1: 13 / 2.4
o21ai_0: 21 / 2.2
mux2i_1: 11 / 2.3
dfxtp_1: 13 / 5.4
a21oi_1: 39 / 4.1
a31oi_1: 7 / 0.92
and3_1: 5 / 0.65
nand4_1: 5 / 0.65
or3_1: 8 / 1.0
[registers in the layout, indices dropped and copies added (netlist names)]
signal,flops
res_addr,14
res_rd,1
res_wr,1
ns,13
res_do,8
count,4
done,1
sti_addr,10
[per-layer routing]
layer / global-route usage, % / routed length [um] / up-vias
met1: 30.3 / 5580 / 2032
met5: 0 / 0 / -
met2: 32.2 / 5300 / 102
li1: - / - / 2221
met4: 1.44 / 58 / 0
met3: 2.33 / 474 / 5
[where the power goes]
part | leakage, uW | internal (uW) | switching [uW]
combinational | 0.00172 | 836 | 777
clock | 0.0000719 | 159 | 142
sequential | 0.000584 | 482 | 230
total | 0.00238 | 1480 | 1150
[final timing paths]
check	endpoint	cells after the start	from	slack, ns
worst max-delay path	res_do[6]	10	res_di[2]	2.22
worst min-delay path	done	0	ns[3]	0.35
worst max register to register	sti_addr[9]	10	count[0]	2.63
worst min register to register	done	0	ns[3]	0.35
max in group asynchronous	res_addr[6]	2	reset	4.60
min in group asynchronous	res_addr[8]	2	reset	0.99
[worst reg2reg max path: cells and delay by family, from the launching register on]
kind	cells	cell delay (ns)
AND/OR/NAND/NOR	4	1.30
AND-OR/OR-AND	4	0.97
flip-flops	1	0.49
adder cells (fa/ha/maj)	1	0.39
XOR/XNOR	1	0.16
No activity file was given, so power comes from the tool's default toggle rates.
